### flow/design.v
`timescale 1ns/1ps
module PE_buffer 
#(   
    parameter   DATA_WIDTH          = 64,
    parameter   ADDR_WIDTH          = 8,
    parameter   RAM_DEPTH           = (1 << ADDR_WIDTH),
    parameter   TYPE                = "LUT"
)(   
    input  wire                         CLK,
    input  wire                         RESET,
    input  wire                         PUSH,
    input  wire                         POP,
    input  wire                         SAVE_RD_ADDR,
    input  wire                         RESTORE_RD_ADDR,
    input  wire [ DATA_WIDTH -1 : 0 ]   DATA_IN,
    output reg  [ DATA_WIDTH -1 : 0 ]   DATA_OUT,
    output reg                          EMPTY,
    output reg                          FULL,
    output reg  [ ADDR_WIDTH    : 0 ]   FIFO_COUNT
);    
    reg     [ADDR_WIDTH-1:0]        wr_pointer;              
    reg     [ADDR_WIDTH-1:0]        rd_pointer;              
    reg     [ADDR_WIDTH-1:0]        rd_pointer_checkpoint;   
    reg     [ADDR_WIDTH  :0]        fifo_count_checkpoint;   
    (* ram_style = TYPE *)
    reg     [DATA_WIDTH-1:0]        mem[0:RAM_DEPTH-1];      
    always @ (FIFO_COUNT)
    begin : FIFO_STATUS
        EMPTY   = (FIFO_COUNT == 0);
        FULL    = (FIFO_COUNT == RAM_DEPTH);
    end
    always @ (posedge CLK)
    begin : FIFO_COUNTER
        if (RESET)
            FIFO_COUNT <= 0;
        else if (RESTORE_RD_ADDR)
            FIFO_COUNT <= fifo_count_checkpoint;
        else if (PUSH && !POP && !FULL)
            FIFO_COUNT <= FIFO_COUNT + 1;
        else if (POP && !PUSH && !EMPTY)
            FIFO_COUNT <= FIFO_COUNT - 1;
    end
    always @ (posedge CLK)
    begin : WRITE_PTR
        if (RESET) begin
               wr_pointer <= 0;
        end 
        else if (PUSH) begin
            wr_pointer <= wr_pointer + 1;
        end
    end
    always @ (posedge CLK)
    begin : FIFO_COUNT_CHECKPOINT
        if (RESET) begin
            fifo_count_checkpoint <= 0;
        end else if (SAVE_RD_ADDR && !PUSH) begin
            fifo_count_checkpoint <= FIFO_COUNT;
        end else if (SAVE_RD_ADDR && PUSH) begin
            fifo_count_checkpoint <= FIFO_COUNT+1;
        end else if (PUSH) begin
            fifo_count_checkpoint <= fifo_count_checkpoint+1;
        end
    end
    always @ (posedge CLK)
    begin : SAVE_CHECKPOINT
        if (RESET) begin
            rd_pointer_checkpoint <= 0;
        end else if (SAVE_RD_ADDR) begin
            rd_pointer_checkpoint <= rd_pointer;
        end
    end
    always @ (posedge CLK)
    begin : READ_PTR
        if (RESET) begin
            rd_pointer <= 0;
        end
        else if (POP && !RESTORE_RD_ADDR && !EMPTY) begin
            rd_pointer <= rd_pointer + 1;
        end
        else if (RESTORE_RD_ADDR) begin
            rd_pointer <= rd_pointer_checkpoint;
        end
    end
    always @ (posedge CLK)
    begin : WRITE
        if (PUSH && !FULL) begin
            mem[wr_pointer] <= DATA_IN;
        end
    end
    always @ (posedge CLK)
    begin : READ
        if (RESET) begin
            DATA_OUT <= 0;
        end
        if (POP && !EMPTY) begin
            DATA_OUT <= mem[rd_pointer];
        end
        else begin
            DATA_OUT <= DATA_OUT;
        end
    end
endmodule
### flow/run.sh
#!/bin/bash
# OpenROAD 26Q1-2900-gdf79404cd8, Yosys 0.63+post, stock flow scripts
make -C /OpenROAD-flow-scripts/flow DESIGN_CONFIG=/design/flow/config.mk WORK_HOME=/design/flow/orfs finish
### flow/config.mk
export PLATFORM = sky130hd
export DESIGN_NAME = PE_buffer
export DESIGN_NICKNAME = PE_buffer
export VERILOG_FILES = /design/flow/design.v
export SDC_FILE = /design/flow/constraint.sdc
export NUM_CORES = 4
export LEC_CHECK = 1
export CORE_UTILIZATION = 30
export SYNTH_MEMORY_MAX_BITS = 65536
### flow/constraint.sdc
current_design PE_buffer

set clk_period 5844.3
set clk_io_pct 0.2

create_clock -name clk0 -period $clk_period [get_ports {CLK}]

set non_clock_inputs [all_inputs -no_clocks]
set_input_delay [expr $clk_period * $clk_io_pct] -clock clk0 $non_clock_inputs
set_output_delay [expr $clk_period * $clk_io_pct] -clock clk0 [all_outputs]
==> impl_metrics.prom <==
# HELP chip_impl_metric Implementation results
# TYPE chip_impl_metric gauge
chip_impl_info{name="dominant_kind_of_combinational_cell",value="multiplexers"} 1
chip_impl_metric{name="switchingPower",unit="W"} 0.0000556
chip_impl_metric{name="pwr-share-seq",unit="%"} 52.6
chip_impl_metric{name="report.power.total",unit="W"} 0.000248
chip_impl_metric{name="synth_largest_type_area_fraction",unit="%"} 78.5
chip_impl_metric{name="place.port_buffers",unit=""} 144
chip_impl_info{name="setup.worst_path.end_class",value="register"} 1
chip_impl_metric{name="place_hpwl",unit="µm"} 1440000
chip_impl_metric{name="log.warning_count",unit=""} 42
chip_impl_metric{name="share_comb_of_total_power",unit="%"} 5.4
chip_impl_metric{name="enable_flop_cells",unit=""} 16400
chip_impl_metric{name="vdd_ir_drop_max",unit="µV"} 0.336
chip_impl_metric{name="worst_pin_slew",unit="ns"} 1.52
chip_impl_metric{name="fin_hold_ws",unit="ns"} 0.463
chip_impl_metric{name="critPathRequiredTime",unit="ns"} 5845.48
chip_impl_metric{name="yosys_cells",unit=""} 28200
chip_impl_metric{name="timing.setup.tns",unit="ns"} 0
chip_impl_metric{name="timing.clock.skew",unit="ns"} 0.228
chip_impl_metric{name="per_cell_via_count_in_the_routed_design",unit=""} 5.33
chip_impl_metric{name="net_switching_share_of_the_total_power",unit="%"} 22.4
chip_impl_metric{name="core",unit="mm²"} 2.09
chip_impl_metric{name="placementRows",unit=""} 531
chip_impl_metric{name="finalCritPeriodShare",unit="%"} 20.1
chip_impl_info{name="synth_dominant_cell_count",value="edfxtp_1"} 1
chip_impl_metric{name="drc",unit=""} 0
chip_impl_metric{name="grt_remaining_overflow",unit=""} 0
chip_impl_metric{name="cts_post_setup_buffers_inserted",unit=""} 0
chip_impl_metric{name="reg2reg_slack",unit="ns"} 5834.31
chip_impl_metric{name="finalWorstSetupSlack",unit="ns"} 4671.62
chip_impl_metric{name="ys_warn_count",unit=""} 1
chip_impl_info{name="ys_dominant_reg_cell",value="edfxtp_1"} 1
chip_impl_metric{name="synth_area",unit="mm²"} 0.629
chip_impl_info{name="cts-root-buf",value="clkbuf_16"} 1
chip_impl_metric{name="synth_simple_gate_area_share",unit="%"} 0.981
chip_impl_metric{name="power_density",unit="mW/mm²"} 0.339
chip_impl_info{name="endpoint",value="mem[67][12]$_DFFE_PP_"} 1
chip_impl_metric{name="synth.yosys.chip_area",unit="mm²"} 0.629
chip_impl_metric{name="asyncSetResetFlopFracSynth",unit="%"} 0
chip_impl_info{name="outcome",value="complete, but fails checks"} 1
chip_impl_metric{name="synth-seq-area-share",unit="%"} 78.6
chip_impl_metric{name="yosys.area_share.xor_xnor",unit="%"} 0.0334
chip_impl_metric{name="max-slew-margin-rel",unit="%"} -1.34
chip_impl_info{name="rsz0062_at_grt",value="no"} 1
chip_impl_info{name="netlist_top_cells_area",value="edfxtp_1 78%, mux4_2 12%, mux2i_1 2.9%, a21oi_1 0.57%, a22oi_1 0.55%"} 1
chip_impl_metric{name="detailedRoute.firstPassIterationCount",unit=""} 6
chip_impl_metric{name="yosys_register_bits",unit=""} 16500
chip_impl_metric{name="clock_latency",unit="ns"} 1.73
chip_impl_metric{name="globalplace.congestion",unit=""} 0.969
chip_impl_metric{name="number_of_top_level_design_ports",unit=""} 145
chip_impl_metric{name="grt_max_degree",unit=""} 109
chip_impl_metric{name="cellLeakagePower",unit="nW"} 218
chip_impl_metric{name="post_synth_fa_ha_maj_area_fraction",unit="%"} 0.0159
chip_impl_metric{name="flow.area_growth_from_synthesis",unit="%"} 16.2
chip_impl_metric{name="rr_worst_depth",unit=""} 16
chip_impl_info{name="violations",value="max-capacitance violations, max-slew violations"} 1
chip_impl_metric{name="synthCells",unit=""} 28200
chip_impl_metric{name="die_area",unit="mm²"} 2.10
chip_impl_metric{name="timing.critical_path.arrival",unit="ns"} 1173.86
chip_impl_metric{name="cts.htree.levels",unit=""} 7
chip_impl_info{name="yosys-top-cells-count",value="16.4k x edfxtp_1, 3379 x mux4_2, 1802 x mux2i_1, 715 x a21oi_1, 630 x clkbuf_1"} 1
chip_impl_metric{name="post_place_cell_area",unit="mm²"} 0.677
chip_impl_metric{name="cap_viol_max_count",unit=""} 1
chip_impl_metric{name="die_w",unit="µm"} 1450
chip_impl_metric{name="synth.mux.area_fraction",unit="%"} 15.1
chip_impl_metric{name="initial_antenna_violation_count",unit=""} 257
chip_impl_metric{name="placement.setup.worst_slack",unit="ns"} 4670.27
chip_impl_metric{name="clockPowerShare",unit="%"} 42.1
chip_impl_metric{name="timing.final.crit_period",unit="ns"} 1172.68
chip_impl_metric{name="vias",unit=""} 321000
chip_impl_info{name="critPathLaunch",value="PUSH"} 1
chip_impl_info{name="cts_tree",value="built"} 1
chip_impl_metric{name="postCtsResizedCells",unit=""} 0
chip_impl_info{name="critical_path_class",value="in2reg"} 1
chip_impl_metric{name="postRouteWirelength",unit="µm"} 2250000
chip_impl_info{name="rr_startpoint",value="rd_pointer[1]$_SDFFE_PP0P_"} 1
chip_impl_metric{name="final-setup-viol-count",unit=""} 0
chip_impl_metric{name="ys_types",unit=""} 84
chip_impl_info{name="setup.worst_path.start_class",value="input port"} 1
chip_impl_metric{name="tritoncts_num_sinks",unit=""} 16500
chip_impl_metric{name="fmaxAchievable",unit="GHz"} 0.000853
chip_impl_metric{name="drt_first_iter_violations",unit=""} 24800
chip_impl_metric{name="gr-usage-all-layers",unit="%"} 22.7
chip_impl_metric{name="intPower",unit="W"} 0.000192
chip_impl_metric{name="numCtsBuffers",unit=""} 1654
chip_impl_metric{name="clkTransAtPathRegs",unit="ns"} 0.06
chip_impl_metric{name="cts.path.max_buffers",unit=""} 6
chip_impl_metric{name="post_route_design_area",unit="mm²"} 0.732
chip_impl_metric{name="final_layout_size_suffix_gt1_share",unit="%"} 26.9
chip_impl_info{name="reg_to_reg_endpoint",value="DATA_OUT[50]$_DFFE_PP_"} 1
chip_impl_metric{name="fillers",unit=""} 188000
chip_impl_metric{name="holdBufCountCts",unit=""} 0
chip_impl_metric{name="die-height",unit="µm"} 1450
chip_impl_metric{name="grt_pass1_vias",unit=""} 349000
chip_impl_metric{name="hold_viol_final",unit=""} 0
chip_impl_metric{name="grt_first_pass_wirelength",unit="µm"} 3000000
chip_impl_metric{name="route.antenna.remaining_nets",unit=""} 0
chip_impl_info{name="netlist.top_cell.by_area",value="edfxtp_1"} 1
chip_impl_info{name="hold_path.class",value="reg2reg"} 1
chip_impl_metric{name="initial_standard_cell_utilization_of_the_core",unit="%"} 30.1
chip_impl_metric{name="postSynthAreaPerCell",unit="µm²"} 22.3
chip_impl_metric{name="final-max-slew-violation-count",unit=""} 2
chip_impl_metric{name="synth_compound_gate_area_share",unit="%"} 3.70
chip_impl_metric{name="critical_path_peak_fanout",unit=""} 25
chip_impl_metric{name="wire_per_inst",unit="µm"} 37.3
## critical path, cell delays in order
cell	delay [ns]
buf_2	0.41
o41a_1	0.26
buf_4	0.35
and2_1	0.55
nand2_2	0.52
buf_4	0.46
buf_4	0.35
nor2_4	0.78
buf_4	0.57
buf_4	0.54
## layer usage
layer	routed length (µm)	global-route usage (%)
met1	560000	18.1
met2	944000	30.0
met3	560000	26.0
met4	158000	12.4
met5	28000	11.4
## cells in the final DEF, fill, tap and decap left out, types with 301 or more instances in the layout
| cell | count |
|---|---|
| a21oi_1 | 705 |
| a221oi_1 | 339 |
| mux4_2 | 3379 |
| clkbuf_1 | 352 |
| clkinv_2 | 301 |
| mux2i_1 | 1802 |
| o221ai_1 | 382 |
| clkbuf_16 | 1662 |
| nand2_1 | 519 |
| clkinv_1 | 390 |
| diode_2 | 785 |
| buf_4 | 2096 |
| a22oi_1 | 459 |
| edfxtp_1 | 16400 |
## through the flow
step                      utilization, %  std cells
after CTS                           34.9      59500
after floorplan                        -      28200
final                               35.0      60300
after detailed placement            32.4      56500
after global placement              32.4      56500
after global routing                35.0      60100
## state kept, by name, summed over array words and instances, names as in the netlist
register	flops
mem	16384
rd_pointer	8
FIFO_COUNT	9
wr_pointer	8
rd_pointer_checkpoint	8
fifo_count_checkpoint	9
DATA_OUT	64
## area by class of cell
cell class                      count  area (µm²)  area share, %
Sequential cell                 16500      495000           67.6
Antenna cell                      785        1960          0.268
Clock inverter                   1006        9870           1.35
Timing Repair Buffer             2296       18600           2.54
Tap cell                        27700       34700           4.74
Multi-Input combinational cell   9972      129000           17.6
Inverter                           24         143         0.0195
Clock buffer                     2016       42900           5.87
## how the worst min path moves through the flow
stage,cells past startpoint,slack [ns],to,startpoint
CTS,2,0.46,rd_pointer[6]$_SDFFE_PP0P_,rd_pointer_checkpoint[6]$_SDFFE_PP0P_
finish,2,0.46,rd_pointer[6]$_SDFFE_PP0P_,rd_pointer_checkpoint[6]$_SDFFE_PP0P_
global route,2,0.49,FIFO_COUNT[0]$_SDFFE_PP0P_,fifo_count_checkpoint[0]$_SDFFE_PP0P_
## cells by family (layout without fill, tap and decap cells)
family / count (synthesis) / after routing
AOI/OAI and AO/OA: 3264 / 3264
adders and majority gates: 8 / 8
muxes: 5280 / 5280
and+or+nand+nor: 1396 / 1396
xor gates and xnor gates: 24 / 24
buffers and inverters: 1708 / 5342
other: 0 / 785
DFF: 16500 / 16500
## power groups by stage
stage | logic, W | registers [W] | clock network [W]
after CTS | 0.0000128 | 0.000130 | 0.000105
after global routing | 0.0000137 | 0.000130 | 0.000110
final | 0.0000133 | 0.000130 | 0.000104
Power and IR drop assume default switching activity.
